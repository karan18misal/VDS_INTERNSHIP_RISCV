## /design/flow/config.mk

```make
export PLATFORM = sky130hd
export DESIGN_NAME = GPIO
export DESIGN_NICKNAME = GPIO
export VERILOG_FILES = /design/flow/design.v
export SDC_FILE = /design/flow/constraint.sdc
export NUM_CORES = 4
export LEC_CHECK = 1
export CORE_UTILIZATION = 40
```

## /design/flow/run.sh

```bash
#!/bin/bash
# OpenROAD 26Q1-2900-gdf79404cd8, Yosys 0.63+post, stock flow scripts
make -C /OpenROAD-flow-scripts/flow DESIGN_CONFIG=/design/flow/config.mk WORK_HOME=/design/flow/orfs finish
```

## /design/flow/design.v

```verilog
module GPIO (
    input  clk,
    input  reset,
    input  we,
    input  re,
    input  [31:0] data_in,
    output reg [31:0] data_out,
    output reg [31:0] gpio_out
);
  reg [31:0] data1;
  always @(posedge clk) begin
    if (reset) begin
      data1    <= 32'b0;
      data_out <= 32'b0;
      gpio_out <= 32'b0;
    end else begin
      if (we)
        data1 <= data_in;
      if (re)
        data_out <= data1;
      else
        data_out <= 32'b0;
      gpio_out <= data1;
    end
  end
endmodule
```

## /design/flow/constraint.sdc

```tcl
current_design GPIO

set clk_period 1.0
set clk_io_pct 0.2

create_clock -name clk0 -period $clk_period [get_ports {clk}]

set non_clock_inputs [all_inputs -no_clocks]
set_input_delay [expr $clk_period * $clk_io_pct] -clock clk0 $non_clock_inputs
set_output_delay [expr $clk_period * $clk_io_pct] -clock clk0 [all_outputs]
```

==> out/qor.yml <==
finish:
  design_area_um2: 3840
  most_instantiated_logic_cell_after_routing: "sky130_fd_sc_hd__dfxtp_1"
  mi_logic_area_um2: 850
  post-route-util_pct: 55.6
  final_cell_mix: "sky130_fd_sc_hd__dfxtp_1, sky130_fd_sc_hd__buf_2, sky130_fd_sc_hd__clkdlybuf4s50_1"
  finalNonFillerCells: 441
  total_of_fill_cells_in_the_finished_design: 647
  final_layout_size_suffix_gt1_share_pct: 28.7
  layout.area.seq_um2: 1940
  area_delta_synth_final_pct: 32.8
hold_path:
  holdCritPathClass: "input port to register"
run_status:
  run_status: "finished, final reports clean"
place:
  finalWeightedCongestion: 0.726
  dpl-instance-area_um2: 3950
  dp_hpwl_um: 3260
  placement.io_buffers: 99
  place.detailed.instances: 425
die:
  dieHeight_um: 87.0
  core-area_um2: 6910
  row_count: 30
  floorplan.die.width_um: 87.0
  floorplan.io_pins: 100
  floorplan.die_area_um2: 7580
  floorplan.initialDensity_pct: 41.9
global_route:
  via_count_of_the_first_global_routing_pass: 1689
  grt_pass1_wl_um: 8040
  pin_count_of_the_biggest_net_entering_global_routing: 43
  gr-usage-all-layers_pct: 14.2
  global_route.overflow_total: 0
  number_of_antenna_violations_at_the_first_check_in_global_routing: 0
detailed_routing:
  num_vias: 1789
  remaining_antenna_violation_count: 0
  route.antenna.diode_count: 0
  avgRoutedWirePerCell_um: 11.6
  drt-vias-per-instance: 4.06
  drt-initial-drc-count: 41
  drt_wl_total_um: 5120
  drc_errors: 0
  drt-pass1-iter-count: 3
cts:
  clk-insertion-delay-late_ns: 0.34
  worst_setup_hold_path_clk_slew_ns: 0.09
  cts_root_buf: "sky130_fd_sc_hd__clkbuf_8"
  cts-hold-fix-buffers: 0
  clock_tree.htree_level_count: 3
  post-cts-setup-buffer-count: 0
  tritoncts.num_buffers: 9
  clock_sinks: 96
  clock_tree.buffer_depth: 2
  cts_tree: "built"
setup_path:
  timing.critical_path.max_delay_family: "flip-flops"
  crit_required_ns: 0.80
  path_max_fanout: 1
  critical_path.startpoint_type: "register"
  timing.critical_path.to_type: "primary output"
  critical_path.max_stage_delay_ns: 0.33
  timing_worst_setup_path_type: "register to primary output"
  crit_slowest_cell: "sky130_fd_sc_hd__dfxtp_2"
  crit_arrival_ns: 0.76
  critical_path_buf_inv_count: 1
  crit_path_cells: "buf_2"
synth:
  synth_flops: 96
  synthCells: 239
  syn_area_per_cell_um2: 12.1
  ys_types: 10
  yosysWarnings: 1
  mappedNetlistArea_um2: 2890
  yosys_cells: 239
  synth_seq_share_pct: 66.4
  ys_area_um2: 2890
pwr:
  max-vdd-ir-drop_v: 0.000918
  p_per_area_nw_per_um2: 1820
  leakagePower_uw: 0.00182
job:
  maxCapViolCount: 0
  log.warning_count: 26
final_timing:
  worst_slew_pin_slew_ns: 0.228
  timing.max_slew.rel_slack_pct: 84.8
  period_needed_ns: 0.961
  fmax_mhz: 1040
  timing.final.setup_violations: 0
  setup_repair_after_global_routing_missed_its_margin: "yes"
  fin_skew_ns: 0.00654
  post-route-period-util_pct: 96.1
  finalMaxSlewViolations: 0
  finalHoldViolCount: 0
==> repair_timing <==
item / 4_1_cts / 5_1_grt
endpoints found under the setup margin: 64 / 4
endpoints found under the hold margin: 0 / 0
gates resized: 208 / 0
pin swaps: 0 / 0
==> cell usage after synthesis <==
cell type	instances	area [um^2]
sky130_fd_sc_hd__and2_1	32	200
sky130_fd_sc_hd__buf_12	3	60.1
sky130_fd_sc_hd__buf_2	7	35.0
sky130_fd_sc_hd__buf_6	1	11.3
sky130_fd_sc_hd__clkbuf_2	3	15.0
sky130_fd_sc_hd__dfxtp_1	96	1920
sky130_fd_sc_hd__mux2i_1	32	320
sky130_fd_sc_hd__nor2_1	32	120
sky130_fd_sc_hd__nor2b_1	32	200
sky130_fd_sc_hd__nor2b_2	1	8.76
==> routing by layer <==
metal,vias up,wire length [um],track usage (%)
met2,55,2210,21.9
li1,948,-,-
met1,777,2460,21.1
met3,9,355,3.75
met5,-,0,0
met4,0,89,2.73
==> area by class of cell <==
class / instances / area share [%]
Clock inverter: 4 / 1.40
Multi-Input combinational cell: 129 / 22.1
Tap cell: 96 / 3.13
Sequential cell: 96 / 50.4
Clock buffer: 12 / 3.78
Timing Repair Buffer: 104 / 19.1
==> state kept, by name (all words and copies together) (netlist names) <==
signal    flops
gpio_out     32
data_out     32
data1        32
==> worst paths after layout <==
check,to,start,slack [ns],cells after the start
max,data_out[26],data_out[26]$_SDFF_PP0_,0.04,1
min,data1[27]$_SDFFE_PP0P_,reset,0.31,3
max reg2reg,data1[1]$_SDFFE_PP0P_,data1[1]$_SDFFE_PP0P_,0.39,2
min reg2reg,gpio_out[6]$_SDFF_PP0_,data1[6]$_SDFFE_PP0P_,0.46,1
==> stage by stage <==
stage	TNS [ns]	setup WS (ns)	hold WS [ns]	total power, uW
global route	-0.00936	-0.00703	0.312	7310
finish	0	0.0393	0.306	6980
CTS	0	0.00958	0.292	7100
global placement	-6.51	-0.206	0.452	4690
detailed placement	-6.72	-0.216	0.457	4700
floorplan	0	0.218	0.347	4360
==> kinds of logic (layout without fill, tap and decap cells) <==
kind of cell / after synthesis / in the layout / share of synthesized area (%)
buffers and inverters: 14 / 120 / 4.20
muxes: 32 / 32 / 11.1
DFF: 96 / 96 / 66.4
and+or+nand+nor: 97 / 97 / 18.3
==> where the power goes <==
part	total (uW)	internal, uW	switching, uW
registers	4040	3980	60.7
clock network	2460	1230	1220
logic	486	310	176
total	6980	5520	1460
Power and IR drop assume default switching activity.
