==> flow/design.v <==
module gpio_control_ip (
    input               clk,
    input               reset,
    input               we,
    input               re,
    input       [3:0]   addr,
    input       [31:0]  wdata,
    output reg  [31:0]  rdata,
    input       [31:0]  gpio_in,
    output      [31:0]  gpio_out,
    output      [31:0]  gpio_dir
);
    reg [31:0] gpio_data_reg;
    reg [31:0] gpio_dir_reg;
    always @(posedge clk) begin
        if (reset) begin
            gpio_data_reg <= 32'h0;
            gpio_dir_reg  <= 32'h0;
        end else if (we) begin
            case (addr)
                4'h0: gpio_data_reg <= wdata;
                4'h4: gpio_dir_reg  <= wdata;
                default: ;
            endcase
        end
    end
    always @(*) begin
        if (re) begin
            case (addr)
                4'h0: rdata = gpio_data_reg;
                4'h4: rdata = gpio_dir_reg;
                4'h8: rdata = (gpio_dir_reg & gpio_data_reg) |
                              (~gpio_dir_reg & gpio_in);
                default: rdata = 32'h0;
            endcase
        end else begin
            rdata = 32'h0;
        end
    end
    assign gpio_out = gpio_data_reg & gpio_dir_reg;
    assign gpio_dir = gpio_dir_reg;
endmodule
==> flow/run.sh <==
#!/bin/bash
# OpenROAD 26Q1-2900-gdf79404cd8, Yosys 0.63+post, stock flow scripts
make -C /OpenROAD-flow-scripts/flow DESIGN_CONFIG=/design/flow/config.mk WORK_HOME=/design/flow/orfs finish
==> flow/config.mk <==
export PLATFORM = sky130hd
export DESIGN_NAME = gpio_control_ip
export DESIGN_NICKNAME = gpio_control_ip
export VERILOG_FILES = /design/flow/design.v
export SDC_FILE = /design/flow/constraint.sdc
export NUM_CORES = 4
export LEC_CHECK = 1
export CORE_UTILIZATION = 40
==> flow/constraint.sdc <==
current_design gpio_control_ip

set clk_period 20.2
set clk_io_pct 0.2

create_clock -name clk0 -period $clk_period [get_ports {clk}]

set non_clock_inputs [all_inputs -no_clocks]
set_input_delay [expr $clk_period * $clk_io_pct] -clock clk0 $non_clock_inputs
set_output_delay [expr $clk_period * $clk_io_pct] -clock clk0 [all_outputs]
==> flow_metrics.rpt <==
=== SYNTHESIS / PLACE & ROUTE SUMMARY ===
----------------------------------------------------
[Layout]
  Post-route insts no fill ........................ 757
  Share of layout cells above drive strength 1 ........................ 5.08%
  Summed area of non-filler cells in the final layout ........................ 0.00545 sq mm
  Layout overhead on the synthesized area ........................ 52.9%
  Number of inserted filler cells in the final layout ........................ 767
  Final design utilization ........................ 62.7%

[Setup path]
  Largest delay contributor family on the critical path ........................ buffers and inverters
  Buffers and inverters on the worst path ........................ 3
  Crit path to ........................ rdata[24]
  Required @ worst endpoint ........................ 16160 ps
  Setup crit start kind ........................ input pin
  Slack of the worst reg-to-reg path ........................ 19430 ps
  Capturing point of the worst reg2reg path ........................ gpio_dir_reg[25]$_SDFFE_PP0P_
  Critical Path End Type ........................ output pin
  Worst Reg-to-Reg Cells ........................ 2
  Setup crit start ........................ addr[3]
  Crit path largest cell delay ........................ 740 ps
  Most repeated library cell on the critical path ........................ sky130_fd_sc_hd__clkdlybuf4s50_1
  Worst path slowest cell ........................ sky130_fd_sc_hd__nor4b_4
  Reg-to-Reg Start ........................ gpio_dir_reg[25]$_SDFFE_PP0P_
  Path length in cells of the critical path ........................ 6
  Largest driver fanout on the critical path ........................ 17
  Crit path arrival time ........................ 6620 ps
  Sequence of cells on the critical path ........................ clkdlybuf4s50_1, nor4b_4, buf_4, o21ai_0, a31oi_1, clkdlybuf4s50_1
  Start-to-end type of the worst setup path ........................ input pin to output pin

[Final timing]
  Post-route setup TNS ........................ 0 ps
  Fmax ........................ 93.8 MHz
  Worst Tran Pin Value ........................ 815 ps
  Unrepaired setup endpoints after global routing ........................ no
  Share of the clock period used by the worst path ........................ 52.8%
  WHS ........................ 490 ps
  Final critical-path required period ........................ 10660 ps
  Final setup violation count ........................ 0
  Largest clock skew in the final design ........................ 0 ps
  Headroom to the max-slew limit ........................ 45.4%
  Final max-slew violation count ........................ 0
  Final critical-path setup slack ........................ 9540 ps
  Final Hold Fails ........................ 0

[Drt]
  Remaining antenna violation count ........................ 0
  Via density per instance ........................ 5.39
  Number of antenna repair diodes ........................ 0
  1st-iter DRT viols ........................ 236
  Average wire per cell in the routed design ........................ 14.8 um
  TritonRoute pass-1 iters ........................ 5
  Final Routed Wirelength ........................ 11200 um
  Residual DRC count ........................ 0
  Via count of the routed design ........................ 4082

[CTS]
  Insertion delay of the later-clocked pin in the worst-skew pair ........................ 330 ps
  Clk buf depth ........................ 2
  Num Clock Sinks ........................ 64
  CTS clock-pin slew for the worst setup and hold paths ........................ 60 ps
  Count of cells resized by post-cts repair ........................ 0
  Clock Root Buffer ........................ sky130_fd_sc_hd__clkbuf_8
  H-tree levels ........................ 3
  Clock buffer count from CTS ........................ 9
  CTS tree ........................ yes
  Post-cts hold buffer count ........................ 0
  Number of buffers inserted to repair setup after CTS ........................ 0

[Floorplan]
  Fraction of the core area occupied by cells at floorplan ........................ 41.0%
  Count of pins on the block boundary ........................ 168
  Chip width ........................ 96.4 um
  Area of the core ........................ 0.00868 sq mm
  Row count ........................ 34
  Die boundary height ........................ 96.4 um
  Die ar. ........................ 0.00928 sq mm

[Place]
  HPWL after DPL ........................ 7250 um
  Post-placement worst setup slack ........................ 9530 ps
  Port Buffer Count ........................ 167
  Number of placed instances, taps included ........................ 741
  Area post-placement ........................ 0.00522 sq mm
  GPL Wtd Cong ........................ 0.863

[Logic synthesis]
  Fraction of the yosys area taken by sequential cells ........................ 36.0%
  Top cells by area ........................ sky130_fd_sc_hd__dfxtp_1, sky130_fd_sc_hd__a21oi_1, sky130_fd_sc_hd__nand3_1
  Yosys warnings ........................ 1
  Synth flops ........................ 64
  Top flip-flop cell by instance count after synthesis ........................ sky130_fd_sc_hd__dfxtp_1
  Syn Std Cell Area ........................ 0.00356 sq mm
  Cell count after synthesis ........................ 502
  EDFF count, synth ........................ 0
  Proportion of synthesized flip-flops having asynchronous set or reset ........................ 0%
  Cell accounting for the most synthesized area ........................ sky130_fd_sc_hd__dfxtp_1
  Unique cell type count in the Yosys netlist ........................ 20
  Yosys Chip Area ........................ 0.00356 sq mm
  Dominant cell area share ........................ 36.0%
  Yosys cell count ........................ 502
  Syn Area/Cell ........................ 7.09 sq um

[Hold path]
  Worst hold start ........................ gpio_data_reg[20]$_SDFFE_PP0P_
  Type of the tightest min-delay check ........................ flip-flop to flip-flop

[Pwr]
  Pwr Total ........................ 0.284 mW
  Leakage ........................ 1.65 nW
  Pwr Density ........................ 52.2 mW/mm^2
  Maximum resistive drop on vdd ........................ 0.0436 mV

[GRT]
  Antenna violations before repair ........................ 0
  Total GRT Usage ........................ 24.2%
  First-pass GRT wire length ........................ 17300 um
  Vias in the first global route ........................ 3476
  Pin count of the biggest net entering global routing ........................ 70
  GRT Residual Overflow ........................ 0

[Job]
  Number of max-cap violations ........................ 0
  Total tool warning count ........................ 26

[Outcome]
  Status ........................ finished clean

----------------------------------------------------
metal layers:
layer,global-route usage (%),wire length (um),vias up
met4,4.04,119,0
met3,3.61,740,11
met5,0,0,-
met1,37.0,5140,1870
li1,-,-,2069
met2,37.8,5180,132
worst min-delay path by stage:
stage,endpoint,slack [ps],cells after the start
CTS,gpio_data_reg[20]$_SDFFE_PP0P_,490,2
finish,gpio_data_reg[20]$_SDFFE_PP0P_,490,2
global route,gpio_data_reg[13]$_SDFFE_PP0P_,520,2
power by group:
part           total, mW  internal [mW]  switching, mW
sequential         0.129          0.128        0.00154
combinational     0.0345         0.0183         0.0162
clock              0.121         0.0727         0.0479
logic make-up after synthesis:
logic type	count (synthesis)	synth area share, %
AND-OR/OR-AND	193	28.3
AND/OR/NAND/NOR	198	29.1
buffers and inverters	47	6.64
flip-flops	64	36.0
cells in the final DEF (no fill, tap or decap):
cell type                         instances
sky130_fd_sc_hd__a31oi_1                 32
sky130_fd_sc_hd__or4b_2                   1
sky130_fd_sc_hd__inv_2                    1
sky130_fd_sc_hd__buf_4                   10
sky130_fd_sc_hd__and2_1                  32
sky130_fd_sc_hd__a211oi_1                 1
sky130_fd_sc_hd__clkinvlp_4               2
sky130_fd_sc_hd__dfxtp_1                 64
sky130_fd_sc_hd__nand2_1                 65
sky130_fd_sc_hd__bufinv_16                2
sky130_fd_sc_hd__o21ai_0                 36
sky130_fd_sc_hd__nand3_1                 64
sky130_fd_sc_hd__clkbuf_8                10
sky130_fd_sc_hd__nor2b_1                 32
sky130_fd_sc_hd__clkinv_2                 1
sky130_fd_sc_hd__clkdlybuf4s50_1        165
sky130_fd_sc_hd__clkbuf_1                 1
sky130_fd_sc_hd__a21oi_1                 64
sky130_fd_sc_hd__nor4_4                   1
sky130_fd_sc_hd__nor4b_4                  2
sky130_fd_sc_hd__buf_2                    2
sky130_fd_sc_hd__nor4b_2                  1
sky130_fd_sc_hd__o21ai_1                 60
cells in the mapped netlist, types with 6 or more instances:
| master | instances |
|---|---|
| sky130_fd_sc_hd__nand3_1 | 64 |
| sky130_fd_sc_hd__buf_6 | 6 |
| sky130_fd_sc_hd__o21ai_0 | 36 |
| sky130_fd_sc_hd__dfxtp_1 | 64 |
| sky130_fd_sc_hd__a31oi_1 | 32 |
| sky130_fd_sc_hd__buf_1 | 7 |
| sky130_fd_sc_hd__buf_2 | 12 |
| sky130_fd_sc_hd__and2_1 | 32 |
| sky130_fd_sc_hd__nand2_1 | 65 |
| sky130_fd_sc_hd__a21oi_1 | 64 |
| sky130_fd_sc_hd__o21ai_1 | 60 |
| sky130_fd_sc_hd__nor2b_1 | 32 |
| sky130_fd_sc_hd__clkbuf_1 | 21 |
layout make-up:
class	count	area, sq um	area share (%)
Multi-Input combinational cell	391	2070	38.0
Inverter	1	3.75	0.0689
Clock inverter	5	80.1	1.47
Sequential cell	64	1280	23.5
Clock buffer	11	141	2.60
Timing Repair Buffer	177	1740	31.9
Tap cell	108	135	2.48
worst register-to-register path, cell delays in order (launching register included):
cell,delay [ps]
sky130_fd_sc_hd__dfxtp_1,420
sky130_fd_sc_hd__o21ai_1,110
sky130_fd_sc_hd__a21oi_1,170
No activity file was given, so power comes from the tool's default toggle rates.
